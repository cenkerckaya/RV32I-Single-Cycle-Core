==> design.v <==
module Controller (
    input logic [6:0] opcode,
    input logic [2:0] funct3,
    input logic [1:0] funct7,
    input logic zero, greater, less, u_greater, u_less,
    output logic [1:0] PCSrc,
    output logic [2:0] RegSrc,
    output logic WE,
    output logic [3:0] ALUControl,
    output logic ALUSrc,
    output logic [2:0] Extend_Sel,
    output logic WE3
);
    always_comb begin
        WE = 0;
        WE3 = 0;
        Extend_Sel = 3'b000; 
        ALUSrc = 0;
        PCSrc = 2'b00;
        RegSrc = 3'b000;
        ALUControl = 4'b0000;
        case (opcode)
            7'b0110111: begin
                WE = 0;
                WE3 = 1;
                Extend_Sel = 3'b011;  
                ALUSrc = 0;
                PCSrc = 2'b00;
                RegSrc = 3'b010;
                ALUControl = 4'b0000;  
            end 
            7'b0010111: begin  
                WE = 0;
                WE3 = 1;
                Extend_Sel = 3'b011;  
                ALUSrc = 0;
                PCSrc = 2'b00;
                RegSrc = 3'b110;
                ALUControl = 4'b0000;
            end
            7'b1101111: begin  
                WE = 0;
                WE3 = 1;
                Extend_Sel = 3'b100;  
                ALUSrc = 0;
                PCSrc = 2'b01;
                RegSrc = 3'b011;
                ALUControl = 4'b0000;
            end
            7'b1100111: begin  
                WE = 0;
                WE3 = 1;
                Extend_Sel = 3'b000;  
                ALUSrc = 1;
                PCSrc = 2'b11;
                RegSrc = 3'b011; 
                ALUControl = 4'b0000;
            end
            7'b1100011: begin
                Extend_Sel = 3'b010;  
                ALUSrc = 0;
                if (funct3 == 3'b000 && zero) begin
                    ALUControl = 4'b0000;
                    PCSrc = 2'b01;
                    WE3 = 0;
                end
                else if (funct3 == 3'b001 && !zero) begin
                        ALUControl = 4'b0000;
                        PCSrc = 2'b01;
                        WE3 = 0;
                end 
                else if (funct3 == 3'b100 && less) begin
                        ALUControl = 4'b0000;
                        PCSrc = 2'b01;
                        WE3 = 0;
                end 
                else if (funct3 == 3'b101 && greater) begin
                        ALUControl = 4'b0000;
                        PCSrc = 2'b01;
                        WE3 = 0;
                end 
                else if (funct3 == 3'b110 && u_less) begin
                        ALUControl = 4'b0000;
                        PCSrc = 2'b01;
                        WE3 = 0;
                end 
                else if (funct3 == 3'b111 && u_greater) begin
                        ALUControl = 4'b0000;
                        PCSrc = 2'b01;
                        WE3 = 0;
                end
            end
            7'b0000011: begin
                WE3 = 1;
                Extend_Sel = 3'b000;  
                ALUSrc = 1;
                PCSrc = 2'b00;
                RegSrc = 3'b001;    
                ALUControl = 4'b0000;
            end
            7'b0100011: begin
                WE = 1;
                WE3 = 0;
                Extend_Sel = 3'b001;  
                ALUSrc = 1;
                PCSrc = 2'b00;
                RegSrc = 3'b000;
                ALUControl = 4'b0000;
            end
            7'b0010011: begin
                WE = 0;
                WE3 = 1;
                Extend_Sel = 3'b000;  
                ALUSrc = 1;
                PCSrc = 2'b00;
                RegSrc = 3'b000;
                if (funct3 == 3'b000) begin
                    ALUControl = 4'b0000;
                end
                else if (funct3 == 3'b001) begin
                    ALUControl = 4'b0101;
                end
                else if (funct3 == 3'b010) begin
                    if (less) begin
                        ALUControl = 4'b1000;
                    end else if (!less) begin
                        ALUControl = 4'b1001;
                    end
                end 
                else if (funct3 == 3'b011) begin
                    if (u_less) begin
                        ALUControl = 4'b1000;
                    end else if (!u_less) begin
                        ALUControl = 4'b1001;
                    end
                end 
                else if (funct3 == 3'b100) begin
                    ALUControl = 4'b0100;
                end
                else if (funct3 == 3'b101) begin
                    if (funct7 == 2'b00) begin
                        ALUControl = 4'b0110;
                    end 
                    else if (funct7 == 2'b10) begin
                        ALUControl = 4'b0111;
                    end
                end
                else if (funct3 == 3'b110) begin
                    ALUControl = 4'b0011;
                end 
                else if (funct3 == 3'b111) begin
                    ALUControl = 4'b0010;
                end
                else if (funct3 == 3'b101) begin
                    if (funct7 == 2'b00) begin
                        ALUControl = 4'b0110;
                    end 
                    else if (funct7 == 2'b10) begin
                        ALUControl = 4'b0111;
                    end
                end
            end
            7'b0110011: begin
                WE = 0;
                WE3 = 1;
                ALUSrc = 0;
                PCSrc = 2'b00;
                RegSrc = 3'b000;
                if (funct3 == 3'b000) begin
                    if (funct7 == 2'b00) begin
                        ALUControl = 4'b0000;  
                    end 
                    else if (funct7 == 2'b10) begin
                        ALUControl = 4'b0001;  
                    end
                end
                else if (funct3 == 3'b001) begin
                    ALUControl = 4'b0101;
                end
                else if (funct3 == 3'b010) begin
                    if (less) begin
                        ALUControl = 4'b1000;
                    end 
                    else if (!less) begin
                        ALUControl = 4'b1001;
                    end
                end
                else if (funct3 == 3'b011) begin
                    if (u_less) begin
                        ALUControl = 4'b1000;
                    end 
                    else if (!u_less) begin
                        ALUControl = 4'b1001;
                    end
                end
                else if (funct3 == 3'b100) begin
                    ALUControl = 4'b0100;
                end
                else if (funct3 == 3'b101) begin
                    if (funct7 == 2'b00) begin
                        ALUControl = 4'b0110;
                    end 
                    else if (funct7 == 2'b10) begin
                        ALUControl = 4'b0111;
                    end
                end
                else if (funct3 == 3'b110) begin
                    ALUControl = 4'b0011;
                end
                else if (funct3 == 3'b111) begin
                    ALUControl = 4'b0010;
                end
            end
            default: begin
                WE3 = 0;
                Extend_Sel = 3'b000; 
                ALUSrc = 0;
                WE = 0;
                PCSrc = 2'b00;
                RegSrc = 3'b000;
                ALUControl = 4'b0000;
            end
        endcase
    end
endmodule
==> run.sh <==
#!/bin/bash
# OpenROAD 26Q1-2900-gdf79404cd8, Yosys 0.63+post, stock flow scripts
make -C /OpenROAD-flow-scripts/flow DESIGN_CONFIG=/design/flow/config.mk WORK_HOME=/design/flow/orfs finish
==> config.mk <==
export PLATFORM = sky130hd
export DESIGN_NAME = Controller
export DESIGN_NICKNAME = Controller
export VERILOG_FILES = /design/flow/design.v
export SDC_FILE = /design/flow/constraint.sdc
export NUM_CORES = 4
export LEC_CHECK = 1
export CORE_AREA = 10 10 70 70
export DIE_AREA = 0 0 80 80
==> constraint.sdc <==
current_design Controller

set clk_period 2.0
set clk_io_pct 0.2

create_clock -name clk0 -period $clk_period

set non_clock_inputs [all_inputs -no_clocks]
set_input_delay [expr $clk_period * $clk_io_pct] -clock clk0 $non_clock_inputs
set_output_delay [expr $clk_period * $clk_io_pct] -clock clk0 [all_outputs]
==> design notes <==
The run finished, with violations left. The final reports fail on negative setup slack. The area share of and-or/or-and cells after synthesis works out to 0.2956. The run gives 0 as the number of endpoints with negative hold slack in the final report. The final tally of setup violations was 1.

The floorplan has 21 rows. The register area is 0 µm². The final worst slack is -4.027 ps. STA classifies the critical path endpoint as an output port. For the worst ir drop on vdd, the log shows 26.39 µV.

In the routed netlist, the antenna diode instances number 0. The number of max-slew violations in the final report is 0, and the post-synthesis instance total is 58. The last weighted congestion value of the routability-driven placer came out at 0.8214. The tools report the fill cell instance count of the final layout as 360. The run gives 0 for the post-synthesis xor/xnor area fraction. The routed wire length per instance is 11.66 µm. Count of instantiated cells in the yosys netlist: 58. Number of clock-tree buffers in the layout: 0. Minimum clock period: 2004 ps.

The biggest fanout along the worst timing path is 1, and the logic gate share of total power is 1.000. The launch instance of the worst min-delay path is opcode[3]. The multiplexer fraction of the synthesized cell area is 0.06569.

The run gives 0 for the initial antenna violation count. The first global-routing pass estimated 3.022 mm of wire. With the via count of the first global-routing pass at 659, the slew at the pin closest to its max-slew limit is 286.3 ps. The share of synthesized area occupied by flip-flops and latches was 0. The worst setup path is launched from a primary input. The run gives 0.8091 for the normalized max-slew margin.

The iteration count recorded for the first detailed-route pass is 4. Compared with the post-synthesis result, the final layout area differs by 193.8%. The via density per instance was 4.031. Based on the critical path, the design can be clocked at up to 499.0 MHz. The run gives 1.002 for the final clock period utilization by the worst path.

The core region is 3416 µm². The post-placement cell area is 872.1 µm², and the total overflow reported by the global router is 0. The logs give a warning total of 34.

Detailed placement finished with a half-perimeter wire length of 1.493 mm. The routed layout reports a DRC error count of 0. The power report puts the net switching power at 0.00006521 W. The run gives 0.00008331 W as the internal power summed over all cells. The run gives 342.8 µm² for the area figure in the yosys stat output.

The post-route cell area was 1007 µm². Setup repair after global routing could not meet its margin everywhere. The report counts max-capacitance violations totalling 0.

The run gives 1600 ps as the signal arrival time at the worst endpoint. The class of the tightest hold or removal check was in2out. The critical path in this run is classified as in2out. The adder-cell area share of the yosys netlist was 0. The met1 usage in global routing was 0.06790; the placed instance count was 155. The part of the total power dissipated in the clock network is 0. The tools report the pin count of the biggest net entering global routing as 11. The run gives 0.5812 for the fraction of layout instances using a drive strength above 1. The worst hold path passes through 4 cells. The area share of and/or/nand/nor cells after synthesis came out at 0.5438. The run gives 342.8 µm² for the mapped cell area. With the number of sequential storage elements at 0, the synthesized area per cell is 5.911 µm².

The combined global-route utilization of all metal layers is 0.05541. The tools report the met3 routing resource usage after global routing as 0.01364. After synthesis, the largest family of logic cells by area is simple AND/OR/NAND/NOR gates. The run gives 80 µm for the die width. In this run the remaining antenna-violating nets after routing total 0. The proportion of power drawn by flip-flops and latches was 0; the height of the chip was 80 µm. For the core utilization at floorplan, the log shows 0.1004. With the static leakage at 0.4794 nW, the initial detailed-routing violation count is 39. Excluding fillers, the count of instances in the completed layout stands at 163. The overall die area is 6400 µm².

The run gives 1.901 mm for the final wirelength. The global routing stage identified its most utilized layer as met2. The count of hold-fix buffers inserted at cts is 0, and the yosys warning tally is 1.

Yosys mapped the design onto 29 distinct sky130hd cell types. Across all layers, the routed design uses 657 vias. Hold analysis lists the worst path endpoint as Extend_Sel[1].

The tools report the beginning of the critical path as greater. With the data required time of the critical path at 1600 ps, the met2 track demand over resource is 0.1003. Tally of buffers added on design ports: 32. The areal power density over the cells was 147.4 nW/µm²; the switching part of the total was 0.4391.

The run gives 32 as the top-level port count.
[cell usage after synthesis]
library cell / count / area, µm²
sky130_fd_sc_hd__nor3_1: 7 / 35.03
sky130_fd_sc_hd__a21oi_1: 6 / 30.03
sky130_fd_sc_hd__nand2_1: 6 / 22.52
sky130_fd_sc_hd__inv_1: 5 / 18.77
sky130_fd_sc_hd__nor2_1: 5 / 18.77
sky130_fd_sc_hd__and3_1: 2 / 12.51
sky130_fd_sc_hd__mux2_2: 2 / 22.52
sky130_fd_sc_hd__nand3_1: 2 / 10.01
sky130_fd_sc_hd__nor2b_1: 2 / 12.51
sky130_fd_sc_hd__o21ai_0: 2 / 10.01
sky130_fd_sc_hd__a2111oi_1: 1 / 10.01
sky130_fd_sc_hd__a211o_2: 1 / 10.01
sky130_fd_sc_hd__a211oi_1: 1 / 7.510
sky130_fd_sc_hd__a311o_1: 1 / 10.01
sky130_fd_sc_hd__a311oi_1: 1 / 8.760
sky130_fd_sc_hd__a31oi_1: 1 / 6.260
sky130_fd_sc_hd__a32oi_1: 1 / 8.760
sky130_fd_sc_hd__and3_2: 1 / 7.510
sky130_fd_sc_hd__buf_2: 1 / 5.000
sky130_fd_sc_hd__clkbuf_1: 1 / 3.750
sky130_fd_sc_hd__clkbuf_2: 1 / 5.000
sky130_fd_sc_hd__nand2b_1: 1 / 6.260
sky130_fd_sc_hd__nand3_2: 1 / 10.01
sky130_fd_sc_hd__nand4_1: 1 / 6.260
sky130_fd_sc_hd__nor2_2: 1 / 6.260
sky130_fd_sc_hd__nor4_1: 1 / 6.260
sky130_fd_sc_hd__nor4_2: 1 / 12.51
sky130_fd_sc_hd__nor4b_1: 1 / 8.760
sky130_fd_sc_hd__or3b_4: 1 / 11.26
[kinds of logic (layout without fill, tap and decap cells)]
kind of cell | after synthesis | in the layout
and+or+nand+nor | 33 | 33
AOI/OAI and AO/OA | 15 | 15
buffers and inverters | 8 | 67
muxes | 2 | 2
[power by group through the flow]
stage	sequential, W	combinational, W	clock (W)
final	0	0.000149	0
after global routing	0	0.000161	0
after CTS	0	0.000143	0
[layout by cell type (no fill, tap or decap), types with 2 or more instances in the layout]
master	Yosys	final
sky130_fd_sc_hd__nand2_2	0	2
sky130_fd_sc_hd__clkbuf_2	1	5
sky130_fd_sc_hd__nand3_2	1	2
sky130_fd_sc_hd__o21ai_0	2	2
sky130_fd_sc_hd__a21oi_1	6	5
sky130_fd_sc_hd__buf_4	0	27
sky130_fd_sc_hd__nor3_1	7	2
sky130_fd_sc_hd__inv_1	5	4
sky130_fd_sc_hd__and3_1	2	2
sky130_fd_sc_hd__nor2b_4	0	2
sky130_fd_sc_hd__clkdlybuf4s50_1	0	6
sky130_fd_sc_hd__nor2_1	5	5
sky130_fd_sc_hd__dlygate4sd2_1	0	12
sky130_fd_sc_hd__buf_6	0	4
sky130_fd_sc_hd__buf_2	1	6
sky130_fd_sc_hd__mux2_4	0	2
sky130_fd_sc_hd__nor3_2	0	5
sky130_fd_sc_hd__nand2_1	6	4
[worst max-delay path, cell delays in order]
cell	delay, ps
sky130_fd_sc_hd__clkdlybuf4s50_1	410
sky130_fd_sc_hd__mux2_4	270
sky130_fd_sc_hd__a311oi_2	270
sky130_fd_sc_hd__a2111oi_4	120
sky130_fd_sc_hd__buf_2	130
[routing by layer]
layer / part of all wire / routed length [µm] / up-vias
met3: 0.067 / 128 / 0
met2: 0.49 / 922 / 17
met5: 0 / 0 / -
li1: - / - / 338
met1: 0.45 / 849 / 302
met4: 0 / 0 / 0
[worst max-delay path by stage]
stage                    to  depth (start not counted)
global route  ALUControl[2]                          7
finish             PCSrc[0]                          5
CTS                PCSrc[0]                          5
[stage by stage]
| stage | hold slack [ps] | total power [W] | utilization | setup TNS [ps] | worst slack, ps |
|---|---|---|---|---|---|
| after global routing | 1188 | 0.0001609 | 0.2949 | -178.0 | -61.12 |
| after CTS | 1159 | 0.0001433 | 0.2934 | -51.61 | -48.98 |
| after detailed placement | 1859 | 0.0001232 | 0.2553 | -7409 | -817.4 |
| final | 1158 | 0.0001485 | 0.2949 | -4.027 | -4.027 |
| after global placement | 1867 | 0.0001220 | 0.2553 | -7608 | -790.7 |
| after floorplan | 813.5 | 0.00003781 | - | 0 | 337.2 |
[cell type report]
type	instances	area [µm²]	area share
inverter	5	18.77	0.01863
multi-input combinational	50	435.4	0.4323
timing repair buffer	62	495.5	0.4919
tap	46	57.56	0.05714
[what timing repair did]
| action | in CTS | in global routing |
|---|---|---|
| buffers inserted | 7 | 1 |
| hold endpoints to repair | 0 | 0 |
| pin swaps | 13 | 5 |
| setup endpoints to repair | 15 | 7 |
| gates resized | 76 | 15 |
Power is estimated from default activity; no workload was simulated.
