`flow/constraint.sdc`:
```
current_design ALU

set clk_period 14.3
set clk_io_pct 0.2

create_clock -name clk0 -period $clk_period

set non_clock_inputs [all_inputs -no_clocks]
set_input_delay [expr $clk_period * $clk_io_pct] -clock clk0 $non_clock_inputs
set_output_delay [expr $clk_period * $clk_io_pct] -clock clk0 [all_outputs]
```
`flow/run.sh`:
```
#!/bin/bash
# OpenROAD 26Q1-2900-gdf79404cd8, Yosys 0.63+post, stock flow scripts
make -C /OpenROAD-flow-scripts/flow DESIGN_CONFIG=/design/flow/config.mk WORK_HOME=/design/flow/orfs finish
```
`flow/config.mk`:
```
export PLATFORM = sky130hd
export DESIGN_NAME = ALU
export DESIGN_NICKNAME = ALU
export VERILOG_FILES = /design/flow/design.v
export SDC_FILE = /design/flow/constraint.sdc
export NUM_CORES = 4
export LEC_CHECK = 1
export CORE_UTILIZATION = 50
```
`flow/design.v`:
```
module ALU (
    input logic [31:0] A,
    input logic [31:0] B,
    input logic [3:0] ALUControl,
    output logic [31:0] ALUResult,
    output logic zero, greater, less, u_greater, u_less
);
    logic [31:0] add_result, sub_result, and_result, or_result, xor_result;
    logic [31:0] sll_result, srl_result, sra_result;
    logic signed [31:0] A_sign, B_sign;
    genvar i;
    generate
        for (i = 0; i < 32; i++) begin
            assign and_result[i] = A[i] & B[i];
        end
    endgenerate
    generate
        for (i = 0; i<32; i++) begin
            assign or_result[i] = A[i] | B[i];
        end
    endgenerate
    generate
        for (i = 0; i<32; i++) begin
            assign xor_result[i] = A[i] ^ B[i];
        end
    endgenerate
    assign sll_result = A << B[4:0];
    assign srl_result = A >> B[4:0];
    assign sra_result = $signed(A) >>> B[4:0];
    assign zero = (A == B) ? 1'b1 : 1'b0;
    assign u_less = (A < B) ? 1'b1 : 1'b0;
    assign u_greater = (A >= B) ? 1'b1 : 1'b0;
    assign A_sign = $signed(A);
    assign B_sign = $signed(B);
    assign less = (A_sign < B_sign) ? 1'b1 : 1'b0; 
    assign greater = (A_sign >= B_sign) ? 1'b1 : 1'b0;
    assign add_result = A + B;
    assign sub_result = A - B;
    always_comb begin
        case (ALUControl)
            4'b0000: ALUResult = add_result;  
            4'b0001: ALUResult = sub_result;  
            4'b0010: ALUResult = and_result;  
            4'b0011: ALUResult = or_result;   
            4'b0100: ALUResult = xor_result;  
            4'b0101: ALUResult = sll_result;  
            4'b0110: ALUResult = srl_result;  
            4'b0111: ALUResult = sra_result;  
            4'b1000: ALUResult = 32'b1;  
            4'b1001: ALUResult = 32'b0;  
            default: ALUResult = 32'b0;
        endcase
    end
endmodule
```
==> reports/qor.txt <==
final routed DRC violation total -> 0
DRT Wirelength -> 37.4 mm
Core Area -> 0.0167 mm2
hold buffer count at cts -> 0
Die X -> 133 um
std cell rows -> 47
Total Routing Usage GR -> 0.424
WHS -> 6740 ps
Fin Setup TNS -> 0 ps
post-synth cell types -> 93
Post-CTS Resized -> 0
number of cells in Yosys stat -> 1274
post-DP HPWL -> 29.4 mm
# fillers -> 1646
Max-Slew Margin vs Limit -> 0.386
Initial DRT Pass Iterations -> 5
Worst Tran Pin Value -> 918 ps
cell taking the most area after synthesis -> ha_1
Mapped Cells -> 1274
CP Launch Type -> primary input
CP Class -> primary input to output pin
post-CTS setup buffer count -> 0
Cell area leaders -> ha_1 (14%), mux2i_1 (8.2%), mux4_2 (6.3%), a21oi_1 (6.1%), o21ai_0 (6.0%)
area delta synth->final -> 11.6%
DIE AREA -> 0.0178 mm2
Arr. time, crit path -> 7590 ps
via/cell ratio -> 6.77
Final Wtd Congestion -> 1.05
Hold Path Class -> primary input to output pin
Vias -> 10300
slowest CP cell -> ha_1
Peak VDD IR -> 0.0000330 V
global-route wire length before repair -> 56.1 mm
clk_buf instances -> 0
RSZ-0062 raised after global routing -> false
antenna viol nets, final -> 0
Final Cell Area -> 0.00963 mm2
Max-cap violations -> 0
yosys warning tally -> 1
Iter 0 DRT Violations -> 1343
top cell type's share of synthesized area -> 0.141
yosys stat chip area -> 0.00863 mm2
Mapped Area -> 0.00863 mm2
slowest stage delay, CP -> 600 ps
io pins -> 105
run status -> finished clean
initial antenna violation count -> 0
DR top layer -> met4
port buffer count -> 105
Seq/Total Area, Yosys -> 0
placed insts -> 1517
Antenna Cells -> 0
Hold Vio Cnt, Final -> 0
Final setup viols -> 0
endpoint class of the critical path -> output pin
Setup WS pre-CTS -> 3990 ps
Finished Layout Cells -> 1517
Power Density -> 40.4 mW/mm2
layout cell share with drive strength beyond 1 -> 0.0833
register area -> 0 um2
PnR worst setup slack -> 3850 ps
floorplan-stage core utilization -> 0.517
FMAX -> 95.7 MHz
syn avg cell area -> 6.77 um2
vias in the first global route -> 9060
Final Max Slew Viols -> 0
GRT Residual Overflow -> 0
largest net degree at the start of global routing -> 74
Die Y -> 133 um
crit-path cells -> clkdlybuf4s50_1 > buf_4 > inv_1 > ha_1 > or3b_1 > a311oi_1 > a31oi_1 > o311ai_2 > a21oi_1 > a21oi_1 > o21bai_1 > a2111oi_0 > a2bb2oi_1 > clkdlybuf4s50_1
tool warnings -> 98
flip-flops -> 0
Placed Instance Area -> 0.00963 mm2
Pleak -> 4.09 nW
DR WL met2 -> 15.7 mm
M1 WL -> 15.7 mm
WL met3 -> 4.43 mm
Routed WL per cell -> 24.6 um
crit-path max FO -> 52
fin crit share -> 0.731
worst endpoint required time -> 11440 ps
Tmin final -> 10450 ps
stage by stage:
step | utilization | total power [mW]
6_report | 0.576 | 0.389
5_1_grt | 0.576 | 0.415
4_1_cts | 0.576 | 0.377
3_5_place_dp | 0.576 | 0.374
3_3_place_gp | 0.576 | 0.376
2_1_floorplan | - | 0.240
synth_stat cells (20+ instances only):
| cell | count |
|---|---|
| nand3_1 | 24 |
| a21oi_1 | 105 |
| clkbuf_1 | 64 |
| mux2i_1 | 71 |
| nand2_1 | 115 |
| nor3_1 | 21 |
| buf_2 | 20 |
| o21ai_0 | 104 |
| a211oi_1 | 28 |
| mux2_2 | 23 |
| ha_1 | 97 |
| mux4_2 | 24 |
| nor2_1 | 127 |
| inv_1 | 103 |
| o211ai_1 | 23 |
worst max-delay path, delay by kind of cell:
kind,cells,cell delay (ps)
AND-OR/OR-AND,8,2000
buffers and inverters,4,1730
adder cells (fa/ha/maj),1,600
AND/OR/NAND/NOR,1,380
cells by family (layout without fill, tap and decap cells):
family | Yosys count | in the layout | synth area share
AOI/OAI and AO/OA | 472 | 472 | 0.373
xor gates and xnor gates | 15 | 15 | 0.0152
and+or+nand+nor | 360 | 360 | 0.188
muxes | 120 | 120 | 0.178
buffers and inverters | 208 | 231 | 0.101
adders and majority gates | 99 | 99 | 0.145
cell type report:
cell class | count | area (um2) | area share
repair buffers | 126 | 1190 | 0.123
multi-input cells | 1066 | 7770 | 0.807
well taps | 220 | 275 | 0.0286
inverters | 105 | 394 | 0.0409
placed cells by master, fill, tap and decap left out, types with 13 or more instances in the layout:
cell | netlist | layout
buf_4 | 11 | 22
o211ai_1 | 23 | 23
mux2i_1 | 71 | 71
a211oi_1 | 28 | 28
o21ai_0 | 104 | 104
nor3_1 | 21 | 21
a221oi_1 | 17 | 17
xnor2_1 | 13 | 13
inv_1 | 103 | 102
a21oi_1 | 105 | 105
o31ai_1 | 14 | 14
ha_1 | 97 | 97
mux4_2 | 24 | 24
nand3_1 | 24 | 24
mux2_2 | 23 | 23
nand2_1 | 115 | 115
a22oi_1 | 14 | 14
o21bai_1 | 14 | 14
clkdlybuf4s50_1 | 0 | 100
nor2_1 | 127 | 127
where the power goes:
group	switching [mW]	total [mW]	leakage (nW)	internal [mW]
registers	0	0	0	0
logic	0.231	0.389	4.09	0.158
clock network	0	0	0	0
per-layer routing:
layer / vias up / GRT usage
met5: - / 0
met4: 0 / 0.143
met3: 87 / 0.0944
met2: 708 / 0.617
met1: 4711 / 0.619
li1: 4764 / -
path summary, 6_finish.rpt:
check	startpoint	end	cells past startpoint	slack (ps)
setup / recovery	B[4]	ALUResult[29]	14	3850
hold / removal	ALUControl[0]	ALUResult[3]	4	6740
Power is estimated from default activity; no workload was simulated.
