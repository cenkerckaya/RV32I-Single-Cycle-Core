<file path="design/flow/design.v">
module Reg_File (
    input logic clk,
    input logic rst,
    input logic WE3,
    input logic [4:0] A1,A2,A3,
    input logic [31:0] WD3,
    output logic [31:0] RD1,RD2
);
    logic [31:0] register [31:0];
    assign RD1 = register[A1];
    assign RD2 = register[A2];
    assign register[0] = 32'b0;
    always_ff @(posedge clk  or negedge rst) begin 
        if (rst == 0) begin
            for (int i = 0; i<32; i++) begin
                register[i] <= 32'b0;
            end
        end else
        if (WE3 && (A3 != 'b0)) begin
            register[A3] <= WD3;
        end
    end
endmodule
</file>
<file path="design/flow/run.sh">
#!/bin/bash
# OpenROAD 26Q1-2900-gdf79404cd8, Yosys 0.63+post, stock flow scripts
make -C /OpenROAD-flow-scripts/flow DESIGN_CONFIG=/design/flow/config.mk WORK_HOME=/design/flow/orfs finish
</file>
<file path="design/flow/config.mk">
export PLATFORM = sky130hd
export DESIGN_NAME = Reg_File
export DESIGN_NICKNAME = Reg_File
export VERILOG_FILES = /design/flow/design.v
export SDC_FILE = /design/flow/constraint.sdc
export NUM_CORES = 4
export LEC_CHECK = 1
export CORE_UTILIZATION = 50
</file>
<file path="design/flow/constraint.sdc">
current_design Reg_File

set clk_period 11.2
set clk_io_pct 0.2

create_clock -name clk0 -period $clk_period [get_ports {clk}]

set non_clock_inputs [all_inputs -no_clocks]
set_input_delay [expr $clk_period * $clk_io_pct] -clock clk0 $non_clock_inputs
set_output_delay [expr $clk_period * $clk_io_pct] -clock clk0 [all_outputs]
</file>
==> changes_impl.md <==
## Flow update

* Status: finished, final reports clean
* Clock network power share at 37.4%
* CTS H-tree depth at 3
* Reg-to-reg endpoint: register[25][30]
* Top cell by count, worst path: clkdlybuf4s50_1
* DR pass1 iterations at 9
* Setup CP Type: input pin to primary output
* RePlAce Congestion at 1.07
* Worst r2r path cells at 1
* Cells after Synth at 4288
* Setup violators final at 0
* CP Cell Sequence: clkdlybuf4s50_1 -> nand2b_1 -> nor2_4 -> buf_4 -> a22oi_1 -> nand4_1 -> or4_1 -> clkdlybuf4s50_1
* Final Cycle Share at 78.9%
* Critical path arrival at 6.60 ns
* Filler instances at 8066
* Max_cap viols at 0
* Starting Density at 50.8%
* LEAKAGE at 26.3 nW
* Via density at 7.68
* TritonCTS clock tree: yes
* FMAX at 0.113 GHz
* First-pass GRT wire length at 338000 um
* Clk latency late pin at 0.70 ns
* Postcts setup bufs at 0
* Startpoint Class: input pin
* Worst Path Required at 8.96 ns
* DRC viols at 0
* Total I/O pin count at 114
* Worst r2r src: register[25][30]
* Largest regs: register: 992 flops
* Die footprint at 0.102 sq mm
* Reg power frac at 48.7%
* Initial antenna violation count at 13
* Clock Tree Root: clkbuf_16
* Hold Slack at 0.507 ns
* Yosys cell count at 4288
* PwrDens at 176 mW/mm^2
* Pins Over Slew Limit at 0
* All-layer global routing usage at 50.4%
* Setup TNS at 0 ns
* Reg2Reg Setup Slack at 10.29 ns
* Finished Cell Area at 0.0571 sq mm
* EDFF count, synth at 0
* Clock buffer depth at 3
* # clock sinks at 992
* CTS Buf Count at 109
* Net Sw Power at 2.81 mW
* Post-Route Skew at 0 ns
* Total power at 10.0 mW
* Max reg flops at 992
* Post-synth top area cell: dfrtp_1
* Pin count of the biggest net entering global routing at 127
* Std cell rows at 115
* Worst ir drop on vdd at 0.133 mV
* Setup crit end: RD2[22]
* Area Growth Syn to Fin at 13.5%
* Tool Warnings at 41
* Die W at 319 um
* Switching part of the total at 28.0%
* Fraction of layout cells with a size suffix above 1 at 32.7%
* Biggest register: register
* Most instantiated logic cells after routing: dfrtp_1 (992), mux2_2 (919), a22oi_1 (591)
* Sequential area share after synthesis at 49.3%
* Initial DRC Count at 5117
* Hpwl dp at 137000 um
* Wire per inst at 43.2 um
* Gr ovfl total at 0
* Critical path buffer and inverter count at 3
* Stages on worst setup path at 8
* Worst hold path class: flip-flop to flip-flop
* Area leader share at 49.3%
* Fin. Hold Viols at 0
* Clock Pin Slew Worst Setup and Hold Paths at 0.06 ns
* Setup crit end kind: primary output
* Slew headroom at 25.2%
* FF+latch count, synth at 992
* Dpl ws at 2.65 ns
* Avg Synthesized Cell Area at 11.7 sq um
* Cell Type Count at 62
* Crit. Startpoint: A2[3]
* Post-detailed-route count of antenna-violating nets at 0
* Port buffer count at 113
* Core area at 0.0990 sq mm
* Vias in the first global route at 42700
* Hold_buf cts at 0
* Placed standard-cell area at 0.0534 sq mm
* DR vias at 43300
* Primary FF master, synth: dfrtp_1
* Yosys stat area at 0.0503 sq mm
* Slowest CP cell: clkdlybuf4s50_1
* Worst-path fanout max at 18
* Post-CTS sizing at 0
* Mapped Area at 0.0503 sq mm
* Biggest cell delay along the critical path at 1.04 ns
* Final WS setup at 2.36 ns
* Die height at 319 um
* Commonest non-fill, non-tap cell in the layout: dfrtp_1
* Synth area leaders: dfrtp_1 (49%), mux2_2 (21%), a22oi_1 (8.8%), and3_1 (5.3%), clkbuf_1 (2.6%)
* Total wire length at 243000 um
* Ys async rst share at 100%
* Min Tclk post-route at 8.84 ns
* Comb power frac at 13.9%
* Measured slew at the worst slew-check pin at 1.12 ns
* CP top delay family: buffers and inverters
* RSZ-0062 raised after global routing: false
* Yosys warning tally at 2
* Internal power at 7.23 mW
==> routing by layer <==
metal	GRT usage, %	routed length (um)	up-vias	share of wire [%]
li1	-	-	16500	-
met1	64.4	84600	21900	35
met2	64.8	96500	3789	40
met3	32.5	42600	1105	18
met4	29.0	19400	14	8.0
met5	2.70	299	-	0.12
==> cell type report <==
type / instances / area [sq um] / area share [%]
sequential: 992 / 24800 / 43.5
timing repair buffer: 318 / 2730 / 4.77
clock buffer: 162 / 3230 / 5.65
clock inverter: 32 / 464 / 0.813
antenna: 13 / 32.5 / 0.0569
inverter: 4 / 15.0 / 0.0263
tap: 1287 / 1610 / 2.82
multi-input combinational: 2832 / 24200 / 42.4
==> cell usage after synthesis, types with 4 or more instances <==
master       n
a2111oi_0  122
a2111oi_1    7
a2111oi_2   11
a21oi_1      8
a221o_1      4
a221oi_1    10
a22o_1       8
a22oi_1    591
a31oi_1      8
a32oi_1     25
and3_1     428
and3b_1      5
buf_1       43
buf_2       61
buf_4        7
buf_6        6
clkbuf_1   343
dfrtp_1    992
inv_1        4
mux2_1      73
mux2_2     919
mux2i_1      7
nand2_1    131
nand2b_1    15
nand3_1     66
nand3b_1    11
nand4_1    157
nand4b_1     6
nor2_1      70
nor2b_1     11
nor3_1      11
nor3b_1     11
nor4_1       6
o21ai_0      6
or3b_2       6
or4_1       59
==> power by group through the flow <==
| stage | clock network [mW] | registers (mW) | logic [mW] |
|---|---|---|---|
| final | 3.75 | 4.89 | 1.40 |
| after CTS | 3.76 | 4.86 | 1.37 |
| after global routing | 3.90 | 4.96 | 1.48 |
==> worst min path at each step <==
stage / startpoint / endpoint / slack (ns) / depth (start not counted)
after CTS: register[11][18] / register[11][18] / 0.51 / 1
after global routing: register[8][1] / register[8][1] / 0.53 / 1
final: register[11][18] / register[11][18] / 0.51 / 1
==> stage by stage <==
stage / instances / util [%]
floorplan: 4288 / -
global placement: 5433 / 53.9
detailed placement: 5433 / 53.9
CTS: 5627 / 57.7
global route: 5630 / 57.7
finish: 5640 / 57.7
==> kinds of logic (layout without fill, tap and decap cells) <==
logic type	after synthesis	in the layout	share of synthesized area, %
buffers and inverters	464	516	3.76
muxes	999	999	22.3
and+or+nand+nor	1016	1016	11.8
AOI/OAI and AO/OA	817	817	12.8
DFF	992	992	49.3
other	0	13	0
No activity file was given, so power comes from the tool's default toggle rates.
